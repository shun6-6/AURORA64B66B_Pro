--- flow/run.sh ---
#!/bin/bash
# OpenROAD 26Q1-2900-gdf79404cd8, Yosys 0.63+post, stock flow scripts
make -C /OpenROAD-flow-scripts/flow DESIGN_CONFIG=/design/flow/config.mk WORK_HOME=/design/flow/orfs finish
--- flow/constraint.sdc ---
current_design rst_gen_module

set clk_period 1.9
set clk_io_pct 0.2

create_clock -name clk0 -period $clk_period [get_ports {i_clk}]

set non_clock_inputs [all_inputs -no_clocks]
set_input_delay [expr $clk_period * $clk_io_pct] -clock clk0 $non_clock_inputs
set_output_delay [expr $clk_period * $clk_io_pct] -clock clk0 [all_outputs]
--- flow/config.mk ---
export PLATFORM = sky130hd
export DESIGN_NAME = rst_gen_module
export DESIGN_NICKNAME = rst_gen_module
export VERILOG_FILES = /design/flow/design.v
export SDC_FILE = /design/flow/constraint.sdc
export NUM_CORES = 4
export LEC_CHECK = 1
export CORE_AREA = 10 10 70 70
export DIE_AREA = 0 0 80 80
--- flow/design.v ---
`timescale 1ns / 1ps
module rst_gen_module#(
    parameter       P_RST_CYCLE     =   1   
)(
    input           i_clk                   ,
    output          o_rst                   
);
reg                 ro_rst=1                ;
reg  [7 :0]         r_cnt=0                 ;
assign              o_rst = ro_rst          ;
always@(posedge i_clk)
begin
    if(r_cnt == P_RST_CYCLE - 1 || P_RST_CYCLE == 0)
        r_cnt <= r_cnt;
    else 
        r_cnt <= r_cnt + 1;
end
always@(posedge i_clk)
begin
    if(r_cnt == P_RST_CYCLE - 1 || P_RST_CYCLE == 0)
        ro_rst <= 'd0;
    else 
        ro_rst <= 'd1;
end
endmodule
==> results.sh <==
# yosys + openroad results
export IMPL_run_status="finished clean"
export IMPL_first_global_vias=234
export IMPL_slew_headroom=0.764
export IMPL_utilization=0.148
export IMPL_setup_viol=0
export IMPL_fin_crit_ns=1.51
export IMPL_diodes=0
export IMPL_finalHoldViolations=0
export IMPL_yosysCellCount=30
export IMPL_fp_util=0.120
export IMPL_cts_setup_buffers=0
export IMPL_cp_arrival_ns=1.45
export IMPL_tns_ns=0
export IMPL_dpl_hpwl_um=408
export IMPL_drt_pass1_iterations=4
export IMPL_worstPathMaxFanout=9
export IMPL_gp_congestion=0.795
export IMPL_hold_path_class="reg -> reg"
export IMPL_tightest_slew_ns=0.354
export IMPL_busiest_layer="met2"
export IMPL_max_clock_freq_mhz=662
export IMPL_cts_root_buf="clkbuf_4"
export IMPL_syn_cell_area_um2=410
export IMPL_holdWs_ns=0.605
export IMPL_maxCapViolCount=0
export IMPL_aoi_share=0
export IMPL_clk_path_buf_depth=2
export IMPL_synth_xor_xnor_area_share=0.128
export IMPL_cts_htree_levels=1
export IMPL_clk_pin_slew_ns=0.05
export IMPL_ant_nets=0
export IMPL_wl_per_cell_um=7.09
export IMPL_numCtsBuffers=3
export IMPL_clkSinkCount=9
export IMPL_syn2layout_area_growth_pct=22.9
export IMPL_vias_per_cell=2.96
export IMPL_required_ns=1.84
export IMPL_cts_hold_buf=0
export IMPL_ys_warn_count=1
export IMPL_postSynthSeqShare=0.634
export IMPL_yosysUniqueCellTypes=14
export IMPL_endpoint_kind="flop"
export IMPL_critical_path_class="reg -> reg"
export IMPL_route_vias_total=240
export IMPL_grt_max_degree=10
export IMPL_io_pins=2
export IMPL_mux_area_frac=0
export IMPL_grt_pass1_wl_um=952
export IMPL_top_area_cell="edfxtp_1"
export IMPL_warning_count=26
export IMPL_ys_area_um2=410
export IMPL_clk_latency_ns=0.26
export IMPL_ys_sh_simple=0.159
export IMPL_placed_cell_area_um2=478
export IMPL_final_common_cell="edfxtp_1"
export IMPL_slowest_stage="edfxtp_1"
export IMPL_dieArea_um2=6400
export IMPL_clock_skew_ns=0.00591
export IMPL_cts_tree="built"
export IMPL_drt_iter0_drc=7
export IMPL_cpPeakStageDelay_ns=0.42
export IMPL_die_width_um=80
export IMPL_die_height_um=80
export IMPL_cts_resized=0
export IMPL_cp_cell_sequence="inv_1 > ha_1 > nor4b_1 > nand2_1"
export IMPL_netlist_logic_family_top="simple AND/OR/NAND/NOR gates"
export IMPL_synth_adder_area_share=0.0610
export IMPL_grtUsageMet3=0.0159
export IMPL_drc=0
export IMPL_fin_crit_sh=0.795
export IMPL_ir_drop_mv=0.339
export IMPL_core_region_area_um2=3420
export IMPL_syn_avg_cell_area_um2=13.7
export IMPL_fin_area_um2=504
export IMPL_drv_slew=0
export IMPL_routed_wl_um=574
export IMPL_netlist_instances=30
export IMPL_drive_above_1_share=0.143
export IMPL_grtUsageMet1=0.0213
export IMPL_lay_top_cells="8 x edfxtp_1, 3 x nand2_1, 3 x xor2_1, 3 x xnor2_1, 3 x clkbuf_4"
export IMPL_overflow=0
export IMPL_top_area_frac=0.585
export IMPL_p_leak_nw=0.184
export IMPL_critPathLaunchType="flop"
export IMPL_synth_seq_cells=9
export IMPL_port_buffers=1
export IMPL_rows=21
export IMPL_antenna_found_initial=0
export IMPL_area_leaders="edfxtp_1 59%, xnor2_1 6.4%, xor2_1 6.4%, ha_1 6.1%, dfxtp_1 4.9%"
export IMPL_p_per_area_nw_per_um2=705
export IMPL_use_met2=0.0265
export IMPL_track_usage=0.0185
export IMPL_rsz0062_at_grt="false"
==> cell usage after synthesis, drive strengths merged <==
library cell and count:
dfxtp 1, nand3 3, ha 2, and3 1
edfxtp 8, nor4b 1, nor2 1, nor3 2
xor2 3, xnor2 3, inv 2, nand2 3
==> report_power, final <==
group          internal (mW)     total, mW  switching, mW
Combinational              0  0.0000000682              0
Clock                 0.0806         0.143         0.0626
Sequential             0.212         0.212              0
==> metal layers <==
layer	share of wire	routed length (um)
met1	0.42	240
met2	0.46	263
met3	0.12	70
met4	0	0
met5	0	0
==> logic make-up (layout without fill, tap and decap cells) <==
kind of cell	Yosys count	after routing
simple gates	11	11
flops	9	9
xor+xnor	6	6
fa+ha+maj	2	2
buf+inv	2	7
==> state kept, by name, summed over array words and instances (netlist names) <==
signal,count
r_cnt,8
ro_rst,1
==> critical path: cells and delay by family, from the launching register on <==
family	cells	cell delay (ns)
flip-flops	1	0.42
AND/OR/NAND/NOR	2	0.52
adder cells (fa/ha/maj)	1	0.15
buffers and inverters	1	0.10
==> final timing paths <==
path | cells after the start | startpoint | slack [ns] | endpoint
worst max register to register | 4 | r_cnt[0] | 0.39 | r_cnt[3]
worst min-delay path | 1 | r_cnt[7] | 0.60 | r_cnt[7]
worst min register to register | 1 | r_cnt[7] | 0.60 | r_cnt[7]
worst max-delay path | 4 | r_cnt[0] | 0.39 | r_cnt[3]
==> metrics by stage <==
step	setup WS [ns]	cells	total power, mW
6_report	0.389	81	0.355
5_1_grt	0.340	81	0.371
4_1_cts	0.394	81	0.360
3_5_place_dp	0.406	77	0.216
3_3_place_gp	0.420	77	0.216
2_1_floorplan	0.559	30	0.216
==> layout make-up <==
class	instances	area [um2]
clock buffers	4	26.3
repair buffers	1	10.0
inverters	2	7.51
flip-flops and latches	9	260
fillers	379	2910
multi-input cells	19	143
well taps	46	57.6
Power and IR drop assume default switching activity.
