===== flow/design.v =====
`timescale 1ns / 1ps
module user_data_gen(
    input               i_clk                       ,
    input               i_rst                       ,
    output [63:0]       m_axi_tx_tdata              ,
    output [7 :0]       m_axi_tx_tkeep              ,
    output              m_axi_tx_tlast              ,
    output              m_axi_tx_tvalid             ,
    input               m_axi_tx_tready             ,
    input  [63:0]       s_axi_rx_tdata              ,
    input  [7 :0]       s_axi_rx_tkeep              ,
    input               s_axi_rx_tlast              ,
    input               s_axi_rx_tvalid             
);
localparam              P_SEND_LEN = 100            ;
reg  [63:0]             rm_axi_tx_tdata             ;
reg  [7 :0]             rm_axi_tx_tkeep             ;
reg                     rm_axi_tx_tlast             ;
reg                     rm_axi_tx_tvalid            ;
reg  [15:0]             r_cnt                       ;
reg  [15:0]             r_send_cnt                  ;
wire                    w_start                     ;
wire                    w_active                    ;
wire [63:0]             ws_axi_rx_tdata             ;
wire [7 :0]             ws_axi_rx_tkeep             ;
wire                    ws_axi_rx_tlast             ;
wire                    ws_axi_rx_tvalid            ;
assign w_start = r_cnt == 100                      ;
assign w_active = m_axi_tx_tvalid & m_axi_tx_tready ;
assign m_axi_tx_tdata  = rm_axi_tx_tdata            ;
assign m_axi_tx_tkeep  = rm_axi_tx_tkeep            ;
assign m_axi_tx_tlast  = rm_axi_tx_tlast            ;
assign m_axi_tx_tvalid = rm_axi_tx_tvalid           ;
assign ws_axi_rx_tdata  = s_axi_rx_tdata            ;
assign ws_axi_rx_tkeep  = s_axi_rx_tkeep            ;
assign ws_axi_rx_tlast  = s_axi_rx_tlast            ;
assign ws_axi_rx_tvalid = s_axi_rx_tvalid           ;
always@(posedge i_clk,posedge i_rst)
begin
    if(i_rst)
        r_cnt <= 'd0;
    else if(rm_axi_tx_tlast)
        r_cnt <= 'd0;
    else if(r_cnt == 100)
        r_cnt <= r_cnt;
    else 
        r_cnt <= r_cnt + 1;
end
always@(posedge i_clk,posedge i_rst)
begin
    if(i_rst)
        r_send_cnt <= 'd0;
    else if(w_active && r_send_cnt == P_SEND_LEN - 1)
        r_send_cnt <= 'd0;
    else if(w_active)
        r_send_cnt <= r_send_cnt + 1;
    else
        r_send_cnt <= r_send_cnt;
end
always@(posedge i_clk,posedge i_rst)
begin
    if(i_rst)
        rm_axi_tx_tvalid <= 'd0;
    else if(w_active && r_send_cnt == P_SEND_LEN - 1)
        rm_axi_tx_tvalid <= 'd0;
    else if(w_start)
        rm_axi_tx_tvalid <= 'd1;
    else 
        rm_axi_tx_tvalid <= rm_axi_tx_tvalid;
end
always@(posedge i_clk,posedge i_rst)
begin
    if(i_rst)
        rm_axi_tx_tlast <= 'd0;
    else if(w_active && r_send_cnt == P_SEND_LEN - 2)
        rm_axi_tx_tlast <= 'd1;
    else    
        rm_axi_tx_tlast <= 'd0;
end
always@(posedge i_clk,posedge i_rst)
begin
    if(i_rst)
        rm_axi_tx_tdata <= 'd0;
    else if(rm_axi_tx_tlast)
        rm_axi_tx_tdata <= 'd0;
    else if(w_active)
        rm_axi_tx_tdata <= rm_axi_tx_tdata + 1;
    else 
        rm_axi_tx_tdata <= rm_axi_tx_tdata;
end
always@(posedge i_clk,posedge i_rst)
begin   
    if(i_rst)
        rm_axi_tx_tkeep <= 8'hff;
    else 
        rm_axi_tx_tkeep <= 8'hff;
end
endmodule

===== flow/run.sh =====
#!/bin/bash
# OpenROAD 26Q1-2900-gdf79404cd8, Yosys 0.63+post, stock flow scripts
make -C /OpenROAD-flow-scripts/flow DESIGN_CONFIG=/design/flow/config.mk WORK_HOME=/design/flow/orfs finish

===== flow/config.mk =====
export PLATFORM = sky130hd
export DESIGN_NAME = user_data_gen
export DESIGN_NICKNAME = user_data_gen
export VERILOG_FILES = /design/flow/design.v
export SDC_FILE = /design/flow/constraint.sdc
export NUM_CORES = 4
export LEC_CHECK = 1
export CORE_UTILIZATION = 50

===== flow/constraint.sdc =====
current_design user_data_gen

set clk_period 4.3
set clk_io_pct 0.2

create_clock -name clk0 -period $clk_period [get_ports {i_clk}]

set non_clock_inputs [all_inputs -no_clocks]
set_input_delay [expr $clk_period * $clk_io_pct] -clock clk0 $non_clock_inputs
set_output_delay [expr $clk_period * $clk_io_pct] -clock clk0 [all_outputs]

==> flow_summary.json <==
{
  "worst-path-stages": 6,
  "worst_path_cell_chain": "clkdlybuf4s50_1 > nand2_1 > nor4_2 > nand4_1 > nor4b_1 > mux2_2",
  "numSynthFlops": 98,
  "cp_data_required_time_ps": 4560,
  "post-cts-setup-buffer-count": 0,
  "worst_setup_path_startpoint": "m_axi_tx_tready",
  "drt.antenna.violating_nets": 0,
  "flip_flops_with_a_built_in_enable": 0,
  "hold_viol_final": 0,
  "synthTopCellsByArea": "sky130_fd_sc_hd__dfrtp_1, sky130_fd_sc_hd__xor2_1, sky130_fd_sc_hd__nor2_1",
  "n_antenna_cell": 0,
  "setup.worst_path.end_class": "flip-flop",
  "hold_buffers_post_cts": 0,
  "finalMaxSlewViolations": 0,
  "clock_latency_ps": 360,
  "synth.yosys.warnings": 1,
  "nFillCells": 835,
  "run_status": "finished clean",
  "setup_total_negative_slack_ps": 0,
  "die-height_um": 104,
  "hold_worst_slack_ps": 476,
  "final_layout_top_logic_cells": "sky130_fd_sc_hd__dfrtp_1, sky130_fd_sc_hd__clkdlybuf4s50_1, sky130_fd_sc_hd__nor2_1",
  "fp-row-count": 36,
  "cts.htree.levels": 3,
  "ff2ff_path_depth": 5,
  "detailed_place_hpwl_um": 8680,
  "r2r_end": "rm_axi_tx_tdata[61]",
  "achievable-frequency_ghz": 0.292,
  "clock-sinks": 98,
  "grt_max_degree": 51,
  "timing.final.setup_violations": 0,
  "groute.layer.met1.usage_pct": 43.4,
  "post_layout_cell_count": 763,
  "io_buffers": 68,
  "post_synth_num_cell_types": 45,
  "synth_sequential_area_ratio_pct": 47.1,
  "route.detailed.drc": 0,
  "syn2layout_area_growth_pct": 18.5,
  "p_total_mw": 1.84,
  "post_drt_wl_per_cell_um": 16.2,
  "postSynthCellCount": 558,
  "fraction_of_met2_tracks_used_by_global_routing_pct": 35.3,
  "min_delay_worst_endpoint": "r_send_cnt[15]",
  "numCtsBuffers": 9,
  "placed_cells_incl_taps": 748,
  "grt_pass1_vias": 4078,
  "combGateArea_sq_mm": 0.00259,
  "reg2reg_from": "rm_axi_tx_tdata[4]",
  "pin_count": 151,
  "pre_antenna_drt_iters": 5,
  "clockBufferDepth": 2,
  "chip_area_sq_mm": 0.0108,
  "pin_slew_with_the_least_headroom_to_its_limit_ps": 887,
  "synth-cells-yosys": 558,
  "power_density_mw_per_mm2": 298,
  "openroad.warnings": 102,
  "top_ff_cell_synth": "sky130_fd_sc_hd__dfrtp_1",
  "vias": 4400,
  "holdCritStartpoint": "r_send_cnt[15]",
  "hold_path.class": "flip-flop to flip-flop",
  "fin_crit_sh_pct": 79.6,
  "drive_above_1_share_pct": 5.40,
  "cp_slowest_cell": "sky130_fd_sc_hd__nor4_2",
  "static-leakage-power_nw": 2.53,
  "grt_first_pass_wirelength_um": 21200,
  "worst-path-max-fanout": 7,
  "cts_resized": 0,
  "worst-setup-path-type": "input port to flip-flop",
  "mostFrequentLayoutCell": "sky130_fd_sc_hd__dfrtp_1",
  "syn_area_per_cell_sq_um": 9.34,
  "busiest_layer": "met1",
  "synth_largest_type_area_fraction_pct": 47.1,
  "grt_util_all_layers_pct": 25.1,
  "layout.area.seq_sq_mm": 0.00245,
  "final_period_minus_worst_setup_slack_ps": 3420,
  "critPathArrivalTime_ps": 3680,
  "yosys_area_sq_mm": 0.00521,
  "critical_path.n_buffers_inverters": 1,
  "grt_antenna_before_repair": 0,
  "fp_util_pct": 52.4,
  "critical-path-top-delay-family": "simple AND/OR/NAND/NOR gates",
  "gp_congestion": 0.836,
  "final.setup_skew_ps": 10.3,
  "power.ir.vdd_worst_v": 0.000199,
  "synthesis.area_sq_mm": 0.00521,
  "grt_overflow_total": 0,
  "cts_root_buf": "sky130_fd_sc_hd__clkbuf_8",
  "chipWidth_um": 104,
  "netlist.top_cell.by_area": "sky130_fd_sc_hd__dfrtp_1",
  "rsz_0062_raised_after_global_routing": "false",
  "cts_tree": "yes",
  "clkTransAtPathRegs_ps": 90,
  "core_area_sq_mm": 0.00995,
  "hold_path_depth": 1,
  "timing.max_cap.violations": 0,
  "postRouteWirelength_um": 12400,
  "gr-usage-met3_pct": 5.42,
  "r2r_slack_ps": 1290,
  "routed_via_density": 5.77,
  "dr.first_iter.drc_count": 291,
  "ys_async_sr_fraction_pct": 100,
  "max-slew-margin-rel_pct": 40.3,
  "cp-start-kind": "input port",
  "crit_path_max_incr_delay_ps": 700
}
==> final cells by class <==
class / instances / share of cell area (%)
repair buffers: 75 / 11.9
clock inverters: 3 / 0.649
inverters: 12 / 0.750
flip-flops and latches: 98 / 39.7
multi-input cells: 430 / 41.9
clock buffers: 12 / 2.35
well taps: 133 / 2.70
==> flip-flops by register name, summed over array words and instances (netlist names) <==
name	count
rm_axi_tx_tvalid	1
rm_axi_tx_tlast	1
r_cnt	16
rm_axi_tx_tdata	64
r_send_cnt	16
==> synthesized netlist by cell type (16+ instances only) <==
cell,count
sky130_fd_sc_hd__or4_1,20
sky130_fd_sc_hd__nand2_1,46
sky130_fd_sc_hd__a21oi_1,33
sky130_fd_sc_hd__xor2_1,32
sky130_fd_sc_hd__nor2_1,62
sky130_fd_sc_hd__dfrtp_1,98
sky130_fd_sc_hd__and3_1,16
sky130_fd_sc_hd__nand3_1,38
sky130_fd_sc_hd__xnor2_1,23
sky130_fd_sc_hd__nand4_1,32
sky130_fd_sc_hd__o21ai_0,19
==> how the worst max path moves through the flow <==
stage,end,slack (ps)
4_1_cts,rm_axi_tx_tdata[62],980
5_1_grt,rm_axi_tx_tdata[62],790
6_report,rm_axi_tx_tdata[62],880
==> routing by layer <==
layer | part of all wire (%) | vias up
met4 | 0.86 | 0
met2 | 44 | 124
li1 | - | 2143
met3 | 5.8 | 7
met1 | 49 | 2126
met5 | 0 | -
==> per-stage QoR <==
stage / area (sq um) / util [%] / setup WS (ps)
after floorplan: 5240 / - / 878
after global placement: 5990 / 60.2 / 637
after detailed placement: 5990 / 60.2 / 598
after CTS: 6170 / 62.0 / 977
after global routing: 6170 / 62.0 / 794
final: 6170 / 62.0 / 878
==> power breakdown <==
group          leakage, nW  internal (mW)  switching (mW)
clock network       0.0962          0.281           0.307
registers             1.32          0.979          0.0847
logic                 1.11          0.105          0.0853
total                 2.53           1.36           0.477
==> cells by family after synthesis <==
family / share of synthesized area [%]
mux: 0.432
fa+ha+maj: 1.20
flops: 47.1
other cells: 0.0720
xor+xnor: 9.24
compound gates: 8.48
simple gates: 29.6
buf+inv: 3.89
No activity file was given, so power comes from the tool's default toggle rates.
